`./run.sh`:
```
#!/bin/bash
# OpenROAD 26Q1-2900-gdf79404cd8, Yosys 0.63+post, stock flow scripts
make -C /OpenROAD-flow-scripts/flow DESIGN_CONFIG=/design/flow/config.mk WORK_HOME=/design/flow/orfs finish
```
`./config.mk`:
```
export PLATFORM = sky130hd
export DESIGN_NAME = Instruction_Fetch
export DESIGN_NICKNAME = Instruction_Fetch
export VERILOG_FILES = /design/flow/design.v
export SDC_FILE = /design/flow/constraint.sdc
export NUM_CORES = 4
export LEC_CHECK = 1
export CORE_AREA = 10 10 105 105
export DIE_AREA = 0 0 115 115
```
`./constraint.sdc`:
```
current_design Instruction_Fetch

set clk_period 3.6
set clk_io_pct 0.2

create_clock -name clk0 -period $clk_period [get_ports {clk}]

set non_clock_inputs [all_inputs -no_clocks]
set_input_delay [expr $clk_period * $clk_io_pct] -clock clk0 $non_clock_inputs
set_output_delay [expr $clk_period * $clk_io_pct] -clock clk0 [all_outputs]
```
`./design.v`:
```
module Instruction_Memory
(
	input [63:0] Inst_Address,
	output reg [31:0] Instruction
);
	reg [7:0] inst_mem[160:0];
	initial
	begin   
      {inst_mem[3], inst_mem[2], inst_mem[1], inst_mem[0]} = 32'h00000913; 
      {inst_mem[7], inst_mem[6], inst_mem[5], inst_mem[4]} = 32'h00500993; 
      {inst_mem[11], inst_mem[10], inst_mem[9], inst_mem[8]} = 32'h00000413; 
      {inst_mem[15], inst_mem[14], inst_mem[13], inst_mem[12]} = 32'h00050513; 
      {inst_mem[19], inst_mem[18], inst_mem[17], inst_mem[16]} = 32'h00500113; 
      {inst_mem[23], inst_mem[22], inst_mem[21], inst_mem[20]} = 32'h00200193; 
      {inst_mem[27], inst_mem[26], inst_mem[25], inst_mem[24]} = 32'h00100213; 
      {inst_mem[31], inst_mem[30], inst_mem[29], inst_mem[28]} = 32'h00700593; 
      {inst_mem[35], inst_mem[34], inst_mem[33], inst_mem[32]} = 32'h00400613; 
      {inst_mem[39], inst_mem[38], inst_mem[37], inst_mem[36]} = 32'h07340663; 
      {inst_mem[43], inst_mem[42], inst_mem[41], inst_mem[40]} = 32'h00000493; 
      {inst_mem[47], inst_mem[46], inst_mem[45], inst_mem[44]} = 32'h00000513; 
      {inst_mem[51], inst_mem[50], inst_mem[49], inst_mem[48]} = 32'hfff98313; 
      {inst_mem[55], inst_mem[54], inst_mem[53], inst_mem[52]} = 32'h40830333; 
      {inst_mem[59], inst_mem[58], inst_mem[57], inst_mem[56]} = 32'h04648663; 
      {inst_mem[63], inst_mem[62], inst_mem[61], inst_mem[60]} = 32'h00349393; 
      {inst_mem[67], inst_mem[66], inst_mem[65], inst_mem[64]} = 32'h012383b3; 
      {inst_mem[71], inst_mem[70], inst_mem[69], inst_mem[68]} = 32'h0003b283; 
      {inst_mem[75], inst_mem[74], inst_mem[73], inst_mem[72]} = 32'h00148e93; 
      {inst_mem[79], inst_mem[78], inst_mem[77], inst_mem[76]} = 32'h003e9e13; 
      {inst_mem[83], inst_mem[82], inst_mem[81], inst_mem[80]} = 32'h012e0e33; 
      {inst_mem[87], inst_mem[86], inst_mem[85], inst_mem[84]} = 32'h000e3f03; 
      {inst_mem[91], inst_mem[90], inst_mem[89], inst_mem[88]} = 32'h005f4663; 
      {inst_mem[95], inst_mem[94], inst_mem[93], inst_mem[92]} = 32'h00148493; 
      {inst_mem[99], inst_mem[98], inst_mem[97], inst_mem[96]} = 32'hfc000ce3; 
      {inst_mem[103], inst_mem[102], inst_mem[101], inst_mem[100]} = 32'h00028f93; 
      {inst_mem[107], inst_mem[106], inst_mem[105], inst_mem[104]} = 32'h000f0293; 
      {inst_mem[111], inst_mem[110], inst_mem[109], inst_mem[108]} = 32'h0053b023; 
      {inst_mem[115], inst_mem[114], inst_mem[113], inst_mem[112]} = 32'h000f8f13; 
      {inst_mem[119], inst_mem[118], inst_mem[117], inst_mem[116]} = 32'h01ee3023; 
      {inst_mem[123], inst_mem[122], inst_mem[121], inst_mem[120]} = 32'h00100513; 
      {inst_mem[127], inst_mem[126], inst_mem[125], inst_mem[124]} = 32'h00148493; 
      {inst_mem[131], inst_mem[130], inst_mem[129], inst_mem[128]} = 32'hfa000ce3; 
      {inst_mem[135], inst_mem[134], inst_mem[133], inst_mem[132]} = 32'h00140413; 
      {inst_mem[139], inst_mem[138], inst_mem[137], inst_mem[136]} = 32'h00050463; 
      {inst_mem[143], inst_mem[142], inst_mem[141], inst_mem[140]} = 32'hf8000ce3; 
    end
	always @(Inst_Address)
	begin
		Instruction={inst_mem[Inst_Address+3],inst_mem[Inst_Address+2],inst_mem[Inst_Address+1],inst_mem[Inst_Address]};
	end
endmodule
`timescale 1ns / 1ps
module Adder(
    input [63:0] A,
    input [63:0] B,
    output reg [63:0] Out
    );
    always @(A or B)
        Out = A + B;
endmodule
`timescale 1ns / 1ps
module Instruction_Fetch(
    input clk,
    input reset,
    output [31:0] Instruction
    );
    wire [63:0] PC_In;
    wire [63:0] PC_Out;
    Program_Counter PC(clk, reset, PC_In, PC_Out);
    Adder adder(PC_Out, 4, PC_In);
    Instruction_Memory IM(PC_Out,Instruction);
endmodule
`timescale 1ns / 1ps
module Program_Counter(
    input clk,
    input reset,
    input [63:0]PC_In,
    output reg [63:0]PC_Out
    );
    initial begin
    PC_Out = 0;
     end
    always @(posedge clk)
    begin
    if (reset)
     PC_Out = 0;
    else
      PC_Out = PC_In;
    end
endmodule
```
==> results.cfg <==
; yosys + openroad results
[sta]
fin_crit_ns = 3.41
clock.fmax_ghz = 0.293
setup_total_neg_slack_ns = 0
timing.max_slew.rel_slack_pct = 43.3
report.final.setup_viol = 0
report.final.hold_viol_count = 0
finClkSkew_ns = 0.00281
post_route_fraction_of_the_period_consumed_by_the_critical_path_pct = 94.7
max_slew.worst_pin.slew_ns = 0.849
worst_hold_slack_ns = 0.735
rsz0062_at_grt = false
maxSlewViolCount = 0

[critical_path]
crit_cells = 7
crit_path_cell_trace = inv_1, ha_1, ha_1, inv_1, mux4_2, nor2_1, clkdlybuf4s50_1
worstRegToRegCells = 5
crit_path_top_delay_cell = clkdlybuf4s50_1
setup.worst_path.start_class = register
r2r_setup_slack_ns = 2.00
critical_path_class = reg -> out
timing.critical_path.slowest_cell_delay_ns = 0.49
crit_fanout = 13
path_delay_family = adder cells
cp_required_ns = 2.88
arrival_ns = 2.69
critPathCaptureType = output port
critPathCapture = Instruction[21]
worstSetupStartpoint = PC.PC_Out[3]
startpoint_of_the_worst_slack_reg_to_reg_timing_path = PC.PC_Out[2]
crit_buf_inv = 3
timing.rr.end = PC.PC_Out[4]

[route]
detailroute.via_count = 1589
insertedDiodeCount = 0
routedWlPerCell_um = 14.7
dr.pass1.iters = 4
post-route-drc-count = 0
via_per_inst = 4.66
ant_nets = 0
route.final.wire_length_um = 5020
drt-initial-drc-count = 180

[global_routing]
grt_start_max_net_pins = 27
grt_antenna_before_repair = 0
wire_length_of_the_first_global_routing_pass_um = 8020
track_usage_pct = 7.36
global_route.overflow_total = 0
vias_in_the_first_global_route = 1458

[finish]
regArea_um2 = 121
fillCellCount = 978
post_layout_nonfiller_instances = 341
finish.utilization_pct = 21.5
synthToLayoutAreaGrowth_pct = 25.2
drive_gt1_share_pct = 8.15
largest_register_ff_count = 6
final_layout_top_logic_cells = 29 x clkdlybuf4s50_1, 23 x nor2_1, 20 x nand2_1
comb_area_um2 = 1190
layout.cells.most_common = clkdlybuf4s50_1

[hold_path]
hold_path_class = reg -> reg

[floorplan]
placement_rows = 34
die_w_um = 115
io_pins = 34
fp.dieH_um = 115
fp.coreArea_um2 = 8760
die_area_um2 = 13200
initial_core_util_pct = 17.2

[place]
post-dp-hpwl_um = 3900
gp_congestion = 0.951
io_port_bufs = 29
dp_cells = 338

[synthesis]
syn_avg_cell_area_um2 = 6.94
ys_chip_area_um2 = 1510
number_of_synthesized_register_bits = 6
netlist_instances = 217
synthArstFlopShare_pct = 0
synthFlopType = dfxtp_1
synth_warnings = 4
yosys.cell_types.count = 48
synth_area_um2 = 1510
synth_sequential_area_ratio_pct = 7.97
count_of_flip_flops_with_a_built_in_enable_after_synthesis = 0
yosys-stat-cells = 217

[pwr]
clockPowerShare_pct = 30.0
pwr-share-seq_pct = 24.1
p_leak_nw = 0.699
power_density_nw_per_um2 = 173
combPwrFrac_pct = 45.9
internal-power_mw = 0.212
p_sw_share_pct = 35.2
net-switching-power_mw = 0.115
vdd_ir_drop_max_mv = 0.289

[clocking]
post_cts_repair_setup_buffers = 0
numCtsBuffers = 3
cts_tree = built
clk_pin_slew_worst_paths_ns = 0.04
cts.sink_count = 6
clockRootBuffer = clkbuf_8
cts-htree-levels = 1
ctsHoldBuffers = 0
cts.path.max_buffers = 2
clkLatencyLatePin_ns = 0.22

[job]
openroad.warnings = 38
max-cap-violations = 0

[status]
run_status = finished clean
==> synth_stat cells, types with 2 or more instances <==
master	number	share of area, %
a211oi_1	4	2.0
a21o_1	5	2.5
a21oi_1	18	6.0
a221oi_1	2	1.2
a22oi_1	2	1.0
a311oi_1	3	1.7
a31oi_1	3	1.2
and2_1	2	0.83
and2b_1	2	1.0
buf_2	8	2.7
buf_4	12	6.0
buf_6	2	1.5
clkbuf_1	4	1.0
conb_1	2	0.50
dfxtp_1	6	8.0
ha_1	17	14
inv_1	8	2.0
mux2_2	2	1.5
mux2i_1	6	4.0
mux4_2	2	3.0
nand2_1	20	5.0
nand2b_1	7	2.9
nand3_1	5	1.7
nor2_1	23	5.7
nor2b_1	7	2.9
nor3_1	4	1.3
o211ai_1	2	1.0
o21a_1	2	1.0
o21ai_0	15	5.0
o32ai_1	2	1.2
xor2_1	3	1.7
==> logic make-up (layout without fill, tap and decap cells) <==
family,after synthesis,in the layout,synth area share [%]
XOR/XNOR,4,4,2.33
multiplexers,10,10,8.47
other,2,4,0.499
AND-OR/OR-AND,67,67,29.0
AND/OR/NAND/NOR,76,76,24.3
flip-flops,6,6,7.97
buffers and inverters,35,49,13.4
adder cells (fa/ha/maj),17,17,14.1
==> worst min-delay path: stages, from the launching register on <==
cell and delay [ns]:
dfxtp_1 0.39, buf_4 0.21, nor2_1 0.09
==> worst min-delay path by stage <==
stage	start	endpoint	slack (ns)	cells after the start
CTS	PC.PC_Out[2]	PC.PC_Out[2]	0.73	2
global route	PC.PC_Out[2]	PC.PC_Out[2]	0.75	2
finish	PC.PC_Out[2]	PC.PC_Out[2]	0.74	2
==> routing by layer <==
metal / track usage (%) / part of all wire [%] / vias up
li1: - / - / 790
met1: 11.6 / 47 / 722
met2: 10.1 / 42 / 71
met3: 1.58 / 9.3 / 6
met4: 0.990 / 1.4 / 0
met5: 0 / 0 / -
==> what timing repair did <==
| action | in CTS | in global routing |
|---|---|---|
| resized | 0 | 1 |
| hold endpoints to repair | 0 | 0 |
| endpoints found under the setup margin | 0 | 7 |
==> area by class of cell <==
class                           instances  share of cell area (%)
Inverter                                9                    1.79
Timing Repair Buffer                   37                    19.2
Multi-Input combinational cell        178                    63.2
Tap cell                              108                    7.16
Sequential cell                         6                    6.43
Clock buffer                            3                    2.19
==> power by group through the flow <==
stage         Sequential (mW)  Clock (mW)  Combinational (mW)
CTS                    0.0780       0.101               0.150
finish                 0.0787      0.0981               0.150
global route           0.0795       0.106               0.167
==> metrics by stage <==
step	power (mW)	setup WS (ns)	cell area (um^2)
after floorplan	0.178	1.18	1510
after global placement	0.229	0.377	1840
after detailed placement	0.228	0.341	1840
after CTS	0.329	0.100	1890
after global routing	0.352	0.0335	1890
final	0.327	0.191	1890
Power figures rest on the tool's default switching activity, not on a simulated workload.
